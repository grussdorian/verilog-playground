==> ./design.v <==
module factorial_datapath (CN, LdN, LdR, Clr, DecN, D_in, Clk);
  input LdN, LdR, DecN, Clr, Clk;
  output CN;
  input [7:0] D_in;
  wire [15:0] Rw, mul_out;
  wire [7:0] Nw;
  wire [7:0] d;
  assign d = D_in + 1;
  PIPO1 reg_R(Clk, LdR, Clr, mul_out, Rw);
  PIPO2 reg_N(Clk, LdN, Clr, DecN, d, Nw);
  MUL m(Nw, Rw, mul_out);
  comparator c(Nw,CN);
endmodule
module factorial_ctrlpath (LdN, LdR, Clr, DecN, Stop, Clk, CN, Start);
  output reg LdN, LdR, DecN, Clr, Stop;
  input Clk, CN, Start;
  parameter S0 = 0, S1 = 1, S2 = 2, S3 = 3;  
  reg [1:0] state;
  always @(posedge Clk) begin
    case (state)
      S0: if(Start) state <= S1;
      S1: state <= S2;
      S2: #2 if(CN) state <= S3;
      S3: state <= S3;
      default: state <= S0;
    endcase
  end
  always @(state) begin
    case (state)
      S0: begin #1 LdN = 0; LdR = 0; Clr = 1; DecN = 0; Stop = 0; end
      S1: begin #1 LdN = 1; LdR = 0; Clr = 0; DecN = 0; Stop = 0; end
      S2: begin #1 LdN = 0; LdR = 1; Clr = 0; DecN = 1; Stop = 0; end
      S3: begin #1 LdN = 0; LdR = 0; Clr = 0; DecN = 0; Stop = 1; end
      default: begin #1 LdN = 0; LdR = 0; Clr = 0; DecN = 0; Stop = 0; end
    endcase
  end
endmodule
module comparator(N,CN);
  input [7:0] N;
  output CN;
  assign CN = (N>1)?0:1;
endmodule
module PIPO2(Clk,LdN,Clr, DecN, N, Nw);
  input Clk, LdN, Clr, DecN;
  input [7:0] N;
  output reg [7:0] Nw;
  always @(posedge Clk) begin
    if(LdN) Nw <= N;
  end
  always @(negedge Clk) begin
    if(Clr) Nw <= 0;
    else if (DecN) Nw <= Nw - 1;
  end
endmodule
module PIPO1(Clk, LdR, Clr, R, Rw);
  input Clk, Clr, LdR;
  input [15:0] R;
  output reg [15:0] Rw;
  always @(posedge Clk) begin
    if(LdR) Rw <= R;
  end
  always @(negedge Clk) begin
    if(Clr) Rw <= 1;
  end
endmodule
module MUL(N, R, mul_out);
  input [7:0] N;
  input [15:0] R;
  output reg [15:0] mul_out;
  always @(*)
    mul_out = N * R;
endmodule
==> ./run.sh <==
#!/bin/bash
# OpenROAD 26Q1-2900-gdf79404cd8, Yosys 0.63+post, stock flow scripts
make -C /OpenROAD-flow-scripts/flow DESIGN_CONFIG=/design/flow/config.mk WORK_HOME=/design/flow/orfs finish
==> ./config.mk <==
export PLATFORM = sky130hd
export DESIGN_NAME = factorial_datapath
export DESIGN_NICKNAME = factorial_datapath
export VERILOG_FILES = /design/flow/design.v
export SDC_FILE = /design/flow/constraint.sdc
export NUM_CORES = 4
export LEC_CHECK = 1
export CORE_AREA = 10 10 84 84
export DIE_AREA = 0 0 94 94
==> ./constraint.sdc <==
current_design factorial_datapath

set clk_period 3.3
set clk_io_pct 0.2

create_clock -name clk0 -period $clk_period [get_ports {Clk}]

set non_clock_inputs [all_inputs -no_clocks]
set_input_delay [expr $clk_period * $clk_io_pct] -clock clk0 $non_clock_inputs
set_output_delay [expr $clk_period * $clk_io_pct] -clock clk0 [all_outputs]
==> flow_metrics.py <==
# Generated from Yosys and OpenROAD reports
metrics = {
    "yosys": {
        "ys_chip_area_sq_um": 711,
        "flop_cell": "edfxtp_1",
        "synth_cell_types": 20,
        "async_flop_share_pct": 0,
        "ys_warn_count": 3,
        "synth-edff-count": 8,
        "ys_cells": 64,
        "ys_ff": 16,
        "synth_seq_share_pct": 56.3,
    },
    "outcome": {
        "haltStage": "synthesis (1_2_yosys)",
        "first-error": "ERROR: Found 8 problems in 'check -assert'.",
        "status": "did not finish",
    },
}
==> cell usage after synthesis, drive strengths merged, types with 2 or more instances <==
| cell type | instances | area [sq um] |
|---|---|---|
| xnor2 | 6 | 52.6 |
| nor2 | 4 | 15.0 |
| xor2 | 2 | 17.5 |
| and3 | 2 | 12.5 |
| edfxtp | 8 | 240 |
| or4 | 2 | 15.0 |
| o21ai | 3 | 15.0 |
| dfxtp | 8 | 160 |
| a21oi | 5 | 25.0 |
| or3 | 4 | 25.0 |
| ha | 3 | 37.5 |
| inv | 4 | 15.0 |
| nand2 | 2 | 7.51 |
| nand3 | 5 | 25.0 |
==> cell families after synthesis <==
| group | Yosys count | share of synthesized area, % |
|---|---|---|
| buffers and inverters | 5 | 2.82 |
| AOI/OAI and AO/OA | 10 | 7.75 |
| and+or+nand+nor | 22 | 18.0 |
| adders and majority gates | 3 | 5.28 |
| DFF | 16 | 56.3 |
| xor gates and xnor gates | 8 | 9.86 |
