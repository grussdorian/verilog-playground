--- flow/design.v ---
module mux4x1 (input [3:0] in, input [1:0] sel, output out);
    wire [1:0] sel_bar;
    wire [3:0] t;
    integer a,b,c,d;
    not n1(sel_bar[0],sel[0]) , n2(sel_bar[1],sel[1]);
    and a3 (t[3], sel[1],sel[0], in[3]), a2 (t[2], sel[1],sel_bar[0], in[2]),
    a1(t[1], sel_bar[1],sel[0], in[1]), a0(t[0], sel_bar[1],sel_bar[0], in[0]);
    or(out, t[3],t[2],t[1],t[0]);
endmodule
module bus_multiplexer (D3, D2, D1, D0, SEL, DBUS);
    parameter N = 16;
    input [N-1:0] D3,D2,D1,D0;
    input [1:0] SEL;
    output [N-1:0] DBUS;
    genvar i;
    generate for (i=0;i<N;i=i+1) 
        begin
            mux4x1 m1 ( {D3[i],D2[i],D1[i],D0[i]} , {SEL[1], SEL[0]}, DBUS[i]);
        end
    endgenerate
endmodule  
--- flow/run.sh ---
#!/bin/bash
# OpenROAD 26Q1-2900-gdf79404cd8, Yosys 0.63+post, stock flow scripts
make -C /OpenROAD-flow-scripts/flow DESIGN_CONFIG=/design/flow/config.mk WORK_HOME=/design/flow/orfs finish
--- flow/constraint.sdc ---
current_design bus_multiplexer

set clk_period 1.0
set clk_io_pct 0.2

create_clock -name clk0 -period $clk_period

set non_clock_inputs [all_inputs -no_clocks]
set_input_delay [expr $clk_period * $clk_io_pct] -clock clk0 $non_clock_inputs
set_output_delay [expr $clk_period * $clk_io_pct] -clock clk0 [all_outputs]
--- flow/config.mk ---
export PLATFORM = sky130hd
export DESIGN_NAME = bus_multiplexer
export DESIGN_NICKNAME = bus_multiplexer
export VERILOG_FILES = /design/flow/design.v
export SDC_FILE = /design/flow/constraint.sdc
export NUM_CORES = 4
export LEC_CHECK = 1
export CORE_AREA = 10 10 70 70
export DIE_AREA = 0 0 80 80
==> datasheet_impl.txt <==
Physical implementation characteristics

Parameter                              Value

Power and ir drop
  Maximum vdd ir drop    0.1528 mV
  Leakage power    0.0005484 µW
  Fraction of power spent switching nets    0.2452
  Int Pwr    300.5 µW
  Clock network power share    0
  Sequential fraction of design power    0
  Sw power    97.62 µW
  Power Density    345.5 nW/µm²
  Combinational share of power    1.000

Global route
  Number of global-route vias before repair    743
  First-pass GRT wire length    4119 µm
  Maximum number of pins on one net before global-route repair    9
  Global routing usage summed across all routing layers    0.08182
  Initial antenna violation count    0
  Global-route congestion overflow total    0

Yosys
  Synth unique cells    6
  Syn Area/Cell    15.12 µm²
  Multiplexer share of the synthesized area    0.7034
  Post-Syn Area    544.3 µm²
  Total of warnings raised by yosys    0
  Cell total in the yosys stat output    36
  Simple-Gate Area Share    0
  Compound-cell area share of the yosys netlist    0
  Chip area line of the yosys report    544.3 µm²
  Dominant non-sequential cell family after synthesis    multiplexers
  XOR/XNOR Area Share    0
  Synthesized instance count    36
  Adder-cell share of the synthesized area    0
  Portion of the post-synthesis area used by sequential elements    0

Setup path
  Longest individual stage delay on the worst path    500 ps
  Element type at the critical path end    output pin
  Slowest CP cell    mux4_2
  Startpoint Class    primary input
  Worst endpoint data arrival time    1060 ps
  Startpoint of the worst setup timing path    SEL[0]
  Worst Path Buf+Inv    3
  Category of the most critical setup path    primary input to output pin
  Worst path top cell family by delay    multiplexers
  Worst EP required    800 ps
  Largest driver fanout on the critical path    8
  Sequence of cells on the critical path    buf_8 -> buf_12 -> mux4_2 -> buf_2

Routing
  Average routed wire per standard cell    17.49 µm
  Total number of vias    596
  Number of nets with antenna violations after detailed routing    0
  Total wire length    2588 µm
  DRC errors left    0
  First-pass detailed-route iteration total    3
  DRC marker count from the first detailed-route iteration    8
  Avg Vias per Cell    4.027
  Diode insertion count for antenna repair    0

Final timing
  Share of the cycle needed by the critical path after routing    1.263
  Endpoints failing setup    16
  Slew Limit Headroom    0.9236
  Final worst slack    -263.1 ps
  Transition time at the pin with the least slew margin    114.6 ps
  Peak Freq    791.7 MHz
  Setup repair after global routing missed its margin    yes
  Worst Hold Slack    883.0 ps
  Final slew viol count    0
  Clock period minus worst slack    1263 ps
  Count of endpoints failing hold in the final timing report    0

Job
  OpenROAD warning count    35
  Maximum Capacitance Violations    0

Final layout
  Post-route design area    1152 µm²
  Sequential Area    0 µm²
  Final Core Density    0.3374
  Fraction of layout instances using a drive strength above 1    0.3627
  Area growth from synthesis to layout    111.7%
  Flip-flops    0
  Clock Buffer Count    0

Outcome
  Status    finished, violations left
  Violations in the final reports    setup timing

Die
  Fp_density    0.1593
  Die x size    80 µm
  Core area    3416 µm²
  Total number of placement rows    21
  Total Die Area    6400 µm²
  Die Ht    80 µm
  I/O pin total    82

Placement
  Estimated wirelength of the detail-placed design    2379 µm
  Routability congestion estimate from global placement    0.7384
  Dpl cell area    1296 µm²
  Count of buffers from port buffering    82

CTS
  Post-CTS setup buffer count    0
  Number of hold buffers added after CTS    0

Min path
  Worst min path class    primary input to output pin
  Launch instance of the worst min-delay path    D3[1]
## synthesized netlist by cell type
library cell | n | area [µm²]
buf_4 | 16 | 120.1
mux4_2 | 10 | 225.2
mux4_1 | 6 | 157.7
buf_2 | 2 | 10.01
buf_12 | 1 | 20.02
buf_6 | 1 | 11.26
## cell type report
class,instances,area [µm²]
repair buffers,86,734.5
multi-input cells,16,360.3
fillers,386,2263
well taps,46,57.56
## cell families (layout without fill, tap and decap cells)
family,count (synthesis),after routing
buffers and inverters,20,86
muxes,16,16
## stage by stage
stage | worst slack (ps) | power [µW] | setup TNS [ps] | instances
floorplan | -241.9 | 226.4 | -3352 | 36
CTS | -276.6 | 411.2 | -4099 | 148
detailed placement | -1113 | 538.9 | -17010 | 147
global route | -304.9 | 440.8 | -4517 | 148
global placement | -1095 | 534.7 | -16920 | 147
finish | -263.1 | 398.1 | -3877 | 148
## what timing repair did
action	4_1_cts	5_1_grt
pin swaps	0	0
endpoints found under the hold margin	0	0
resized	130	0
endpoints found under the setup margin	16	16
gates cloned	1	0
## cells in the final DEF, fill, tap and decap left out
master and instances:
buf_12 1, buf_2 16, buf_6 2, buf_16 1
buf_8 1, dlygate4sd2_1 65, mux4_2 16
## power groups by stage
stage	registers (µW)	clock network, µW	logic, µW
5_1_grt	0	0	441
6_report	0	0	398
4_1_cts	0	0	411
## worst paths after layout
path | endpoint | slack, ps | cells after the start
worst max-delay path | DBUS[11] | -260 | 4
worst min-delay path | DBUS[1] | 880 | 3
## routing by layer
metal,wire length (µm),GRT usage,part of all wire
met1,862,0.08970,0.33
met2,1243,0.1340,0.48
met3,482,0.05909,0.19
met4,0,0,0
met5,0,0,0
Power is estimated from default activity; no workload was simulated.
