$ cat design.v
module pipe_adder(sum, cout, a, b, cin, clk);
input clk;
input [15:0] a,b;
input cin;
output [15:0] sum;
output  cout;
wire [2:0] c;
wire [15:0] s;
reg [3:0] r1,r2,r3;
reg[3:0] s1,s2,s3,s4;
reg[3:0] t1,t2,t3,t4,t5;
reg[3:0] u1,u2,u3,u4,u5,u6;
reg a1,a2,a3;
rca_adder RCA1(
.a(a[3:0]), 
.b(b[3:0]), 
.cin(cin),
.sum(s[3:0]),
.cout(c[0]));
rca_adder RCA2(
.a(s1),
.b(s2), 
.cin(a1), 
.sum(s[7:4]),
 .cout(c[1]));
rca_adder RCA3(
.a(t3),
 .b(t4), 
.cin(a2),
 .sum(s[11:8]),
 .cout(c[2]));
rca_adder RCA4(
.a(u5),
 .b(u6), 
.cin(a3),
 .sum(sum[15:12]),
 .cout(cout));
  always @(posedge clk)
  begin
         r1<=s[3:0];
         r2<=r1;
         r3<=r1;
        s1<=a[7:4];
        s2<=b[7:4];
        a1<=c[0];
        s3<=s[7:4];
        s4<=s3;
       t1<=a[11:8];
       t2<=b[11:8];
       t3<=t1;
       t4<=t2;
       a2<=c[1];
       t5<=s[11:8];
       u1<=a[15:12];
       u2<=b[15:12];
       u3<=u1;
       u4<=u2;
       u5<=u3;
       u6<=u4;
       a3<=c[2];
  end
assign  sum[3:0]=r3;
assign  sum[7:4]=s4;
assign  sum[11:8]=t5;
endmodule
module full_adder (sum,cout,a,b,cin);
  input a,b,cin;
  output sum,cout;
  wire t1,t2,t3;
  xor(sum,a,b,cin);
  and(t1,a,cin);
  and(t2,b,cin);
  and(t3,a,b);
  or(cout,t1,t2,t3);
endmodule
module rca_adder (sum, cout, a, b, cin);
  input [3:0] a,b;
  input cin;
  output [3:0] sum;
  output cout;
  wire t0,t1,t2;
  full_adder fa0(sum[0],t0,a[0],b[0],cin);
  full_adder fa1(sum[1],t1,a[1],b[1],t0);
  full_adder fa2(sum[2],t2,a[2],b[2],t1);
  full_adder fa3(sum[3],cout,a[3],b[3],t2);
endmodule
$ cat run.sh
#!/bin/bash
# OpenROAD 26Q1-2900-gdf79404cd8, Yosys 0.63+post, stock flow scripts
make -C /OpenROAD-flow-scripts/flow DESIGN_CONFIG=/design/flow/config.mk WORK_HOME=/design/flow/orfs finish
$ cat config.mk
export PLATFORM = sky130hd
export DESIGN_NAME = pipe_adder
export DESIGN_NICKNAME = pipe_adder
export VERILOG_FILES = /design/flow/design.v
export SDC_FILE = /design/flow/constraint.sdc
export NUM_CORES = 4
export LEC_CHECK = 1
export CORE_UTILIZATION = 50
$ cat constraint.sdc
current_design pipe_adder

set clk_period 2.8
set clk_io_pct 0.2

create_clock -name clk0 -period $clk_period [get_ports {clk}]

set non_clock_inputs [all_inputs -no_clocks]
set_input_delay [expr $clk_period * $clk_io_pct] -clock clk0 $non_clock_inputs
set_output_delay [expr $clk_period * $clk_io_pct] -clock clk0 [all_outputs]
==> out/metrics.cfg <==
[status]
status=completed

[floorplanning]
chipWidth_um=64.0
fp.coreArea_mm2=0.00366
io-pin-count=51
die_y_um=64.0
fp_util_pct=52.5
core.rowCount=22
die_area_mm2=0.00410

[clock_network]
h-tree-depth=3
hold_buffers=0
clk_path_buf_depth=2
clock-root-buffer=clkbuf_8
cts_setup_buffers=0
worstSkewPairLatency_ps=320
clk_pin_slew_ps=60
cts_buffers=9
cts_sinks=71
tritoncts=yes

[logic_synthesis]
synthCells=131
synthDistinctLibCells=4
top_cells_by_area=dfxtp_1 74%, fa_1 17%, inv_1 7.8%
synth_top_area_share_pct=74.0
ys.flops=71
ys_seq_share_pct=74.0
synth_area_per_cell_um2=14.7
yosys_warnings=1
synth_area_mm2=0.00192
yosys.area.top_type=dfxtp_1
ys_cells=131
ys_chip_area_mm2=0.00192

[layout]
drive_gt1_share_pct=12.6
fillers=260
final_area_mm2=0.00261
synthToLayoutAreaGrowth_pct=35.7
lay_top_cells=69 x dfxtp_1, 47 x clkdlybuf4s50_1, 35 x inv_1, 12 x fa_1, 10 x clkbuf_8
final_common_cell=dfxtp_1
logic_area_um2=330
regArea_mm2=0.00142

[flow_run]
cap_violations=0
log.warning_count=27

[route]
postRouteWirelength_um=2060
n_antenna_cell=0
drt-vias-per-instance=3.75
first_pass_iters=4
drc=0
via_count=893
wl_per_cell_um=8.64
drt_iter0_drc=27
ant_nets=0

[final_timing]
max_slew_margin_pct=93.6
timing.setup.tns_ps=0
max_freq_mhz=365
final_max_slew_viol_count=0
finalSetupViolations=0
hold_ws_ps=319
hold_viol_final=0
tightest_slew_ps=95.2
fin_crit_sh_pct=97.9
fin_worst_skew_ps=5.10
rsz0062_at_grt=yes
period_needed_ps=2740

[setup_path]
start_kind=flop
critical_path.slowest_cell=fa_2
crit_fanout=1
max_stage_delay_ps=410
cp.required_ps=2240
crit_path_end_kind=output port
crit_type=reg2out
worstPathArrival_ps=2180
crit_top_cell=fa_2
worstPathCellList=inv_2, fa_2, inv_2, fa_2, fa_2, inv_2, fa_2, inv_1, buf_2

[global_routing]
antenna_found_initial=0
grtUsageTotal_pct=11.9
grt_max_degree=11
use_met1_pct=19.0
overflow=0
grt_pass1_vias=907
grt.met3_usage_pct=4.35
grt_first_pass_wirelength_um=3510
top_usage_layer=met1
use_met2_pct=16.1

[power]
pwr-share-comb_pct=9.6
sw_frac_of_total_pct=19.2
ir_drop_mv=0.545
p_per_area_mw_per_mm2=748
internal-power_mw=1.58
seq_power_share_pct=58.2
p_leak_nw=1.20
power.switching_mw=0.375
p_clk_share_pct=32.2

[placement]
placed_cell_area_mm2=0.00245
gp_congestion=0.728
hpwl_um=1460
portBuffers=50

[hold_path]
hold_class=reg2reg

-- stage by stage --
step                cells  util [%]  power [mW]  setup WS (ps)
finish                238      71.3        1.95           58.3
global route          238      71.3        2.06          -46.8
CTS                   238      71.3        1.98           18.5
detailed placement    225      67.0        1.35           -190
global placement      225      67.0        1.35           -165
floorplan             131         -        1.21            247
-- cells by family after synthesis --
group,after synthesis,synth area share (%)
adder cells (fa/ha/maj),16,16.7
buffers and inverters,44,9.37
flip-flops,71,74.0
-- layout make-up --
class | count | share of cell area, %
flip-flops and latches | 71 | 54.6
clock inverters | 2 | 0.384
repair buffers | 50 | 18.9
inverters | 40 | 5.76
well taps | 48 | 2.30
clock buffers | 11 | 5.42
multi-input cells | 16 | 12.7
-- layer usage --
layer	routed length (µm)	vias up
met5	0	-
met4	55	0
met3	165	7
met2	826	35
met1	1010	387
li1	-	464
-- critical path, delay by kind of cell, from the launching register on --
| family | cells | cell delay (ps) |
|---|---|---|
| buf+inv | 5 | 280 |
| flops | 1 | 320 |
| fa+ha+maj | 4 | 1280 |
-- power groups by stage --
stage	clock, mW	combinational [mW]	sequential [mW]
after CTS	0.653	0.193	1.14
final	0.628	0.186	1.14
after global routing	0.701	0.216	1.14
-- Yosys cell counts --
library cell / count
inv_1: 40
fa_1: 16
buf_4: 4
dfxtp_1: 71
-- timing repair --
action                     4_1_cts  5_1_grt
pin swaps                        4        0
resized                         16        0
setup endpoints to repair        3        1
-- path summary, 6_finish.rpt --
kind	start	end	slack, ps	cells after the start
max	a3	sum[15]	60	9
min reg2reg	s3[2]	s4[2]	320	0
min	s3[2]	s4[2]	320	0
max reg2reg	s1[0]	s3[3]	740	8
No activity file was given, so power comes from the tool's default toggle rates.
